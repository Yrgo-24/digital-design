<file path="flow/run.sh">
#!/bin/bash
# OpenROAD 26Q1-2900-gdf79404cd8, Yosys 0.63+post, stock flow scripts
make -C /OpenROAD-flow-scripts/flow DESIGN_CONFIG=/design/flow/config.mk WORK_HOME=/design/flow/orfs finish
</file>
<file path="flow/config.mk">
export PLATFORM = sky130hd
export DESIGN_NAME = led_toggle3
export DESIGN_NICKNAME = led_toggle3
export VERILOG_FILES = /design/flow/design.v
export SDC_FILE = /design/flow/constraint.sdc
export NUM_CORES = 4
export LEC_CHECK = 1
export CORE_AREA = 10 10 70 70
export DIE_AREA = 0 0 80 80
</file>
<file path="flow/constraint.sdc">
current_design led_toggle3

set clk_period 1.2
set clk_io_pct 0.2

create_clock -name clk0 -period $clk_period [get_ports {clock}]

set non_clock_inputs [all_inputs -no_clocks]
set_input_delay [expr $clk_period * $clk_io_pct] -clock clk0 $non_clock_inputs
set_output_delay [expr $clk_period * $clk_io_pct] -clock clk0 [all_outputs]
</file>
<file path="flow/design.v">
module led_toggle3(input logic clock, reset_n,
                   input logic[2:0] button_n,
                   output logic[2:0] led);
    const logic[2:0] PRESET = 3'b111;
    const logic[2:0] LEDS_OFF = 3'b000;
    logic[2:0] button_prev;
    logic[2:0] button_edge;
    always_ff @ (posedge clock or negedge reset_n)
    begin
        if (!reset_n) button_prev <= PRESET;
        else button_prev <= button_n;
    end
    always_ff @ (posedge clock or negedge reset_n)
    begin
        if (!reset_n) led <= LEDS_OFF;
        else begin
            for (int i = 0; i < 3; ++i) begin
                if (button_edge[i]) led[i] <= !led[i];
            end
        end
    end
    always_comb 
    begin
        for (int i = 0; i < 3; ++i) begin
            button_edge[i] = !button_n[i] & button_prev[i];
        end
    end
endmodule 
</file>
==> run summary <==
Critical-path top delay cell: dfrtp_1
Period Utilization, post-route: 0.922
Diode count: 0
Min Clock Period, post-route: 1.11 ns
Share of post-route cells with drive strength above 1: 0.577
DRC: 0
Wirelength per Cell: 6.32 um
Kind of critical path: flip-flop to output port
Tool warnings: 25
Setup violations, final: 0
Leading area contributor after synthesis: dfstp_2
Setup TNS: 0 ns
Max Cap Viol: 0
WP depth: 1
Insertion Delay late pin: 0.25 ns
I/O Buffers: 7
CTS tree: yes
Placement row count: 21
Crit-path leading delay family: flip-flops
Area delta synth->final: 70.8%
Ports: 8
LEAKAGE: 0.177 nW
Hold Buf Count CTS: 0
First-pass GRT wire length: 759 um
Yosys cell count: 12
Total Routing Usage GR: 0.0163
Post-synth EDFFs: 0
Req. time, crit path: 0.96 ns
Worst slew margin: 0.803
Largest net degree at the start of global routing: 7
Initial antenna violation count: 0
Routed length on met2: 147 um
TritonCTS buffer count: 3
CP peak stage delay: 0.37 ns
Syn. warnings: 1
H-tree depth: 1
RSZ-0062 raised after global routing: no
Die W: 80 um
Max-area cell share: 0.323
Grt total ovfl: 0
Yosys cell types: 4
Critical Path AT: 0.87 ns
Layout Utilization: 0.122
Final Skew: 0.0130 ns
Chip area: 0.00640 mm2
Max layer used: met3
#FFs+latches synth: 6
Via/cell ratio: 1.85
Status: complete, no violations
Core ar.: 0.00342 mm2
Synth Instances: 12
Yosys stat area: 244 um2
Fraction of the yosys area taken by sequential cells: 0.631
DRT met1 WL: 226 um
CP endpoint kind: output port
Critical-path maximum fanout: 2
Met3 WL: 81 um
Pins over their slew limit: 0
Ys async rst share: 1.00
Post-synthesis instance area: 244 um2
Die Span Y: 80 um
Root Buffer: clkbuf_4
Via count: 133
DR pass1 iterations: 2
Clock Path Buffers: 2
Detailed Route Iter0 Violations: 1
Worst-Margin Slew: 0.295 ns
Critical Path, Cell by Cell: dlygate4sd2_1
Pwr Density: 1850 mW/mm2
Worst reg2reg path depth: 2
Worst Path Buf+Inv: 1
Synth Flop Type: dfstp_2
Fmax: 903 MHz
Worst setup SP type: flip-flop
Max VDD drop: 678 uV
Worst-path clk slew: 0.06 ns
Final Hold Viols: 0
Clk sinks: 6
Top cells by area: dfstp_2, dfrtp_1, xnor2_2
Worst hold path class: input port to asynchronous set/reset pin
Top post-synthesis cells by count: dfrtp_1, dfstp_2, nand2b_4, xnor2_2
Initial core utilization: 0.0714
RePlAce Congestion: 0.618
Detail Route Antenna Nets: 0
Syn Area/Cell: 20.3 um2
Overall Power: 0.772 mW
Vias in the first global route: 177
Total wire length: 455 um
-- registers in the layout, summed over array words and instances (netlist names) --
name and cells:
button_prev 3, led 3
-- power by group --
group	switching [mW]	internal [mW]
Combinational	0.0731	0.197
Clock	0.0827	0.127
Sequential	0.0276	0.264
Total	0.183	0.588
-- stage by stage --
step                      hold slack [ns]  instance area (um2)  std cells  setup WS (ns)
after floorplan                   -0.0556                  244         12          0.390
after global placement              0.485                  379         66         0.0972
after detailed placement            0.485                  379         66          0.117
after CTS                           0.235                  417         72         0.0717
after global routing                0.233                  417         72         0.0314
final                               0.233                  417         72         0.0932
-- timing repair --
action,CTS,global route
setup buffers,2,0
gates resized,3,0
setup endpoints to repair,3,0
-- worst reg2reg max path: cells and delay by family (launching register included) --
family / cells / cell delay, ns
xor+xnor: 1 / 0.12
flops: 1 / 0.54
simple gates: 1 / 0.06
-- path summary, 6_finish.rpt --
kind                                               start                        to  slack (ns)
min in group clk0                            button_n[1]  button_prev[1]$_DFF_PN1_        0.42
worst min-delay path                             reset_n        led[1]$_DFFE_PN0P_        0.23
worst max-delay path                  led[0]$_DFFE_PN0P_                    led[0]        0.09
max in group asynchronous                        reset_n  button_prev[0]$_DFF_PN1_        0.67
worst max register to register  button_prev[1]$_DFF_PN1_        led[1]$_DFFE_PN0P_        0.37
worst min register to register  button_prev[0]$_DFF_PN1_        led[0]$_DFFE_PN0P_        0.50
-- layout by cell type (no fill, tap or decap), drive strengths merged --
| master | n |
|---|---|
| buf | 3 |
| clkbuf | 4 |
| clkdlybuf4s50 | 4 |
| dfrtp | 3 |
| dfstp | 3 |
| dlygate4sd2 | 3 |
| nand2b | 3 |
| xnor2 | 3 |
-- final cells by class --
cell class	count	area, um2
Fill cell	400	3000
Sequential cell	6	154
Multi-Input combinational cell	6	90.1
Timing Repair Buffer	10	88.8
Tap cell	46	57.6
Clock buffer	4	26.3
-- kinds of logic (layout without fill, tap and decap cells) --
| logic type | count (synthesis) | after routing | synth area share |
|---|---|---|---|
| flip-flops | 6 | 6 | 0.631 |
| XOR/XNOR | 3 | 3 | 0.200 |
| AND/OR/NAND/NOR | 3 | 3 | 0.169 |
| buffers and inverters | 0 | 14 | 0 |
-- layer usage --
layer  vias up  GRT usage
met3         0     0.0205
met1        60     0.0188
met4         0          0
met2         9     0.0193
met5         -          0
li1         64          -
Power figures rest on the tool's default switching activity, not on a simulated workload.
